===== flow/constraint.sdc =====
current_design demux_nbit_x4

set clk_period 1.0
set clk_io_pct 0.2

create_clock -name clk0 -period $clk_period

set non_clock_inputs [all_inputs -no_clocks]
set_input_delay [expr $clk_period * $clk_io_pct] -clock clk0 $non_clock_inputs
set_output_delay [expr $clk_period * $clk_io_pct] -clock clk0 [all_outputs]

===== flow/config.mk =====
export PLATFORM = sky130hd
export DESIGN_NAME = demux_nbit_x4
export DESIGN_NICKNAME = demux_nbit_x4
export VERILOG_FILES = /design/flow/design.v
export SDC_FILE = /design/flow/constraint.sdc
export NUM_CORES = 4
export LEC_CHECK = 1
export CORE_AREA = 10 10 70 70
export DIE_AREA = 0 0 80 80

===== flow/run.sh =====
#!/bin/bash
# OpenROAD 26Q1-2900-gdf79404cd8, Yosys 0.63+post, stock flow scripts
make -C /OpenROAD-flow-scripts/flow DESIGN_CONFIG=/design/flow/config.mk WORK_HOME=/design/flow/orfs finish

===== flow/design.v =====
module demux_nbit_x4
  #( parameter BUS_WIDTH = 8)
  ( input [BUS_WIDTH-1:0] y,
    input [1:0] sel,
    output reg [BUS_WIDTH-1:0] a,
    output reg [BUS_WIDTH-1:0] b,
    output reg [BUS_WIDTH-1:0] c,
    output reg [BUS_WIDTH-1:0] d
  );
  always @(*) begin
    a = 0; b = 0; c = 0; d = 0;
    case (sel)
        2'd0 :  begin a = y; end
        2'd1 :  begin b = y; end
        2'd2 :  begin c = y; end
        2'd3 :  begin d = y; end
        default: begin a = y; end
    endcase
  end
endmodule
`timescale 1us/1ns
module tb_demux_nbit_x4(
    );
    parameter BUS_WIDTH = 8;
    wire [BUS_WIDTH-1:0] a;
    wire [BUS_WIDTH-1:0] b;
    wire [BUS_WIDTH-1:0] c;
    wire [BUS_WIDTH-1:0] d;
    reg [1:0] sel;
    reg [BUS_WIDTH-1:0] y;
    integer i;
    demux_nbit_x4
        #(.BUS_WIDTH(BUS_WIDTH))
      DEMUX0 ( 
        .y(y),
        .sel(sel),
        .a(a),
        .b(b),
        .c(c),
        .d(d)
    );
    initial begin
        $monitor($time, " sel = %d, y = %d, a = %d, b = %d, c = %d, d = %d", 
                 sel, y, a, b, c, d);
        #1; sel = 0; y = 0;
        for (i = 0; i<8; i=i+1) begin
            #1; sel =  i%4; y = $urandom;
        end
    end
endmodule

==> job_summary.md <==
### Metrics collected by this job

| Metric | Value |
|---|---|
| Status | `finished, violations left` |
| Failing checks | `negative setup slack` |
| PortBufs | `42` |
| Total number of vias | `562` |
| Worst Path Arrival | `870 ps` |
| Synth Instances | `38` |
| Layout cells sized above 1 | `0.818` |
| Tmin final | `1070 ps` |
| Relative slew slack | `0.910` |
| Area fraction in mux cells | `0` |
| WL per Instance | `15.5 µm` |
| GRT overflow | `0` |
| Main area contributors | `and3b_1, buf_6, nor3b_1` |
| Drt drc | `0` |
| Leak | `0.598 nW` |
| Die W | `80 µm` |
| RSZ-0062 raised after global routing | `yes` |
| Stage-log warning count | `34` |
| Synthesis area per yosys | `320 µm²` |
| Worst-Margin Slew | `135 ps` |
| Yosys aoi share | `0` |
| Initial drt markers | `7` |
| Core area | `3420 µm²` |
| Area growth from synthesis to layout | `244%` |
| Fillers | `344` |
| Ant. Diodes | `0` |
| Final ANT Viol Nets | `0` |
| Core Density at Floorplan | `0.0938` |
| Total Routing Usage GR | `0.0683` |
| Post-Synth XOR/XNOR Area | `0` |
| Clock buffer cells | `0` |
| Synth warn | `1` |
| # hold bufs at CTS | `0` |
| Final WS setup | `-74.2 ps` |
| Period utilisation layout | `1.07` |
| Routed WL | `2240 µm` |
| Fmax | `931 MHz` |
| Drt via density | `3.88` |
| Synth Seq Share | `0` |
| Final hold violations | `0` |
| Max_cap viols | `0` |
| Worst Setup End Kind | `primary output` |
| Dpl ws | `-757 ps` |
| Min-Delay Path Class | `primary input to primary output` |
| Top cells excl fill/tap | `buf_2, buf_6, and3b_1` |
| Flop Count | `0` |
| Die area | `6400 µm²` |
| Comb area leader | `simple AND/OR/NAND/NOR gates` |
| Largest area contributor in the netlist | `and3b_1` |
| Total I/O pin count | `42` |
| Antenna violations before repair | `0` |
| First-pass GRT wire length | `3570 µm` |
| Setup TNS | `-990 ps` |
| Adder and majority gate portion of the synthesized area | `0` |
| Most frequent logic cell in the layout | `buf_2` |
| Slew Viols, Final | `0` |
| Netlist cell types | `5` |
| Final instance area | `1100 µm²` |
| Hold Crit Depth | `4` |
| Power density cells | `354 nW/µm²` |
| Largest net degree at the start of global routing | `7` |
| GP Congestion | `0.742` |
| Simple-Gate Area Share | `0.789` |
| Ys cells | `38` |
| Kind of critical path | `primary input to primary output` |
| Post-Syn Area | `320 µm²` |
| Die H | `80 µm` |
| Final setup fails | `27` |
| Max-area cell share | `0.383` |
| CP max FO | `6` |
| Register area | `0 µm²` |
| DP Wirelength | `1180 µm` |
| Peak supply drop | `0.000161 V` |
| Placed cell area | `786 µm²` |
| CP required | `800 ps` |
| Pre-antenna DRT Iters | `2` |
| WHS | `797 ps` |
| Number of global-route vias before repair | `646` |
| Critical Path Source Type | `primary input` |
| # rows | `21` |
| Synth Area per Inst | `8.43 µm²` |
==> timing repair <==
item | 4_1_cts | 5_1_grt
setup buffers | 15 | 0
endpoints found under the setup margin | 32 | 30
gates cloned | 6 | 0
pin swaps | 14 | 1
hold endpoints to repair | 0 | 0
gates resized | 166 | 10
==> final timing paths <==
kind | from | endpoint | slack (ps)
hold / removal | sel[0] | a[3] | 800
setup / recovery | sel[1] | b[2] | -70
==> cell families after synthesis <==
| kind of cell | after synthesis |
|---|---|
| buf+inv | 6 |
| simple gates | 32 |
==> synthesized netlist by cell type <==
| master | n |
|---|---|
| and3_1 | 8 |
| and3b_1 | 14 |
| and3b_2 | 2 |
| buf_6 | 6 |
| nor3b_1 | 8 |
==> layout make-up <==
cell class / count / area [µm²] / area share
repair buffers: 67 / 716 / 0.649
multi-input cells: 32 / 329 / 0.299
well taps: 46 / 57.6 / 0.0522
==> worst max-delay path, cell delays in order <==
cell     delay (ps)
buf_12          120
buf_8           130
buf_12          120
and3b_1         210
buf_2           100
==> metal layers <==
| metal | track usage | wire length, µm |
|---|---|---|
| met5 | 0 | 0 |
| met1 | 0.0903 | 1020 |
| met4 | 0 | 0 |
| met2 | 0.104 | 912 |
| met3 | 0.0330 | 311 |
==> where the power goes <==
group	switching [mW]	total [mW]	leakage [nW]	internal, mW
Sequential	0	0	0	0
Combinational	0.120	0.390	0.598	0.270
Clock	0	0	0	0
==> metrics by stage <==
step	std cells	power, mW	util
2_1_floorplan	38	0.0748	-
3_3_place_gp	124	0.233	0.230
3_5_place_dp	124	0.237	0.230
4_1_cts	145	0.376	0.315
5_1_grt	145	0.422	0.323
6_report	145	0.390	0.323
Power figures rest on the tool's default switching activity, not on a simulated workload.
